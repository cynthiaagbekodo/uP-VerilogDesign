<file path="design/flow/run.sh">
#!/bin/bash
# OpenROAD 26Q1-2900-gdf79404cd8, Yosys 0.63+post, stock flow scripts
make -C /OpenROAD-flow-scripts/flow DESIGN_CONFIG=/design/flow/config.mk WORK_HOME=/design/flow/orfs finish
</file>
<file path="design/flow/config.mk">
export PLATFORM = sky130hd
export DESIGN_NAME = assign4
export DESIGN_NICKNAME = assign4
export VERILOG_FILES = /design/flow/design.v
export SDC_FILE = /design/flow/constraint.sdc
export NUM_CORES = 4
export LEC_CHECK = 1
export CORE_UTILIZATION = 30
</file>
<file path="design/flow/constraint.sdc">
current_design assign4

set clk_period 16.9
set clk_io_pct 0.2

create_clock -name clk0 -period $clk_period [get_ports {CK}]

set non_clock_inputs [all_inputs -no_clocks]
set_input_delay [expr $clk_period * $clk_io_pct] -clock clk0 $non_clock_inputs
set_output_delay [expr $clk_period * $clk_io_pct] -clock clk0 [all_outputs]
</file>
<file path="design/flow/design.v">
module assign4 (
	input CK, 	
	input RESET, 		
	output reg DONE, 
	output reg [4:0] OUTADDR, 
	output reg [31:0] OUTDATA, 
	output reg OUTVALID	
	);
	reg [31:0] PC;				 
	reg [31:0] ROM[26:0];	 
	reg [31:0] R[31:0];		 
	reg [31:0] M[31:0];		 
	wire [31:0] instruction = ROM[PC[6:2]];
	wire [5:0] opcode = instruction[31:26];
	wire [4:0] rs = instruction[25:21];
	wire [4:0] rt = instruction[20:16];
	wire [4:0] rd = instruction[15:11];
	wire [4:0] shamt = instruction[10:6];
	wire [5:0] funct = instruction[5:0];
   wire [31:0] im = {{16{instruction[15]}}, instruction[15:0]}; 
   wire [25:0]	ads = instruction[25:0];	 
	wire [6:0] temp = R[rs] + im;
	integer a;
	initial
	begin
		DONE 		<=0;
		ROM[0]	<=32'b00100100000010110000000000000100; 
		ROM[1]	<=32'b00100100000010100000000000000000; 
		ROM[2]	<=32'b00100100000010010000000000000001; 
		ROM[3]	<=32'b00100100000010000000000000000000; 
		ROM[4]	<=32'b00100100000011000010000000000000; 
		ROM[5]	<=32'b10101101100010100000000000000000; 
		ROM[6]	<=32'b00000001010010010101000000100001; 
		ROM[7]	<=32'b00100101100011000000000000000100; 
		ROM[8]	<=32'b00101101010000010000000000010000; 
		ROM[9]	<=32'b00010100001000001111111111111011; 
		ROM[10]	<=32'b00100101100011000000000000001000;
		ROM[11]	<=32'b00000001010010010101000000100011;
		ROM[12]	<=32'b10101101100010101111111111111000;
		ROM[13]	<=32'b00000001100010110110000000100001;
		ROM[14]	<=32'b00010001010000000000000000000001;
		ROM[15]	<=32'b00001000000000000000000000001011;
		ROM[16]	<=32'b00100100000011000001111111111000;
		ROM[17]	<=32'b00100100000010110000000000100000;
		ROM[18]	<=32'b10001101100011010000000000001000;
		ROM[19]	<=32'b00100101101011011000000000000000;
		ROM[20]	<=32'b10101101100011010000000000001000;
		ROM[21]	<=32'b00000001010010010101000000100001;
		ROM[22]	<=32'b00100101100011000000000000000100;
		ROM[23]	<=32'b00000001010010110000100000101011;
		ROM[24]	<=32'b00010100001000001111111111111001;
		ROM[25]	<=32'b00100100000000100000000000001010;
		ROM[26]	<=32'b00000000000000000000000000001100;
	end
	always @(posedge CK)
	begin	
		OUTVALID <= 0;
		if (RESET == 1)
		begin
			PC = 0;
			for (a = 0; a < 32; a = a+1) 
			begin
				R[a] <= 32'b00000000000000000000000000000000;
				M[a] <= 32'b00000000000000000000000000000000;
			end 
		end
		if (RESET != 1)
		begin			
			PC = PC + 4;
			case (opcode)
				6'b000000: 	
				begin		
				case (funct)
					6'b100001:							 
						R[rd] <= R[rs] + R[rt];
					6'b101011:							 
						R[rd] <= (R[rs] < R[rt])? 1:0; 
					6'b100011:							 
						R[rd] <= R[rs] - R[rt];
					6'b001100: 							 
						DONE <= 1;
				endcase
				end
				6'b001001:							 
					R[rt] <= R[rs] + im;
				6'b000100:							 
					if(R[rs]==R[rt]) 
						PC = PC + {im, 2'b00};
				6'b000101:							 
					if(R[rs]!=R[rt])
						PC = PC + {im, 2'b00};
				6'b100011:							 
					R[rt] <= M[temp[6:2]];
				6'b101011:							 
				begin
					M[temp[6:2]] <= R[rt];
					OUTADDR <= temp[6:2];
					OUTDATA <= R[rt];
					OUTVALID <= 1;
				end
				6'b001011:							 
					R[rt] <= (R[rs] < im)? 1:0;
				6'b000010:							 
					PC <= {ads, 2'b00};	
			endcase
		end
	end
endmodule
</file>
==> metrics.yaml <==
yosys-stat-cells: 6012
io_buffers: 40
r2r_slack_ps: 7910
slew_violations: 0
cts_htree_levels: 4
cts_resized: 0
chipArea_um2: 271000
hold_slack_ps: 770
cp.arrival_ps: 9530
ys.flops: 1605
grt_max_degree: 70
cts_hold_buf: 0
drt-met1-wl_mm: 87.4
drcViolationCount: 0
finalSetupTns_ps: 0
post-route-util_pct: 34.3
cts.sinks: 1605
reg2reg_from: "instruction[21]"
min_period_over_period_pct: 53.2
synthTopCellsByArea: "edfxtp_1 59%, mux4_2 15%, nor2_1 6.6%"
highest_layer: "met5"
postCtsSetupBuffers: 0
placed_area_um2: 85800
drive_gt1_share_pct: 19.8
post-synth-top-area-cell: "edfxtp_1"
stdcell_area_um2: 91100
vias: 52800
r2r.worst_path.cells: 17
wirelength_mm: 282
yosys_warnings: 1
maxCapViolations: 0
leakagePower_nw: 31.5
setup_violations: 0
ys_area_um2: 80600
grt_use_total_pct: 22.1
wl_per_cell_um: 29.2
grt_pass1_wl_mm: 399
ir_worst_vdd_v: 0.0000866
die_y_um: 520
power.density_nw_per_um2: 106
met3_length_mm: 46.8
synth_area_um2: 80600
cts.clk_slew.worst_paths_ps: 60
gp_congestion: 0.997
rsz0062_at_grt: "no"
top_cell: "edfxtp_1"
total_power_mw: 9.64
overflow: 0
area_delta_synth_final_pct: 13.1
numCtsBuffers: 170
worstPathRequired_ps: 17440
synth-edff-count: 1574
synthCells: 6012
clockRootBuffer: "clkbuf_16"
synthFlopType: "edfxtp_1"
fmax_mhz: 111
postSynthAreaPerCell_um2: 13.4
drt-initial-drc-count: 3940
start_kind: "flop"
synth.distinct_cells: 102
viasPerCell: 5.48
antenna_found_initial: 4
die_w_um: 520
cp-end-kind: "flop"
clk_latency_ps: 880
clockBufferDepth: 3
rows: 189
dpl.hpwl_mm: 176
ant_nets: 0
worst_slew_pin_slew_ps: 1130
critPathMaxFanout: 36
dr.pass1.iters: 6
hold_end: "DONE"
fin_skew_ps: 89.6
min_path_type: "reg2reg"
whs_path_depth: 2
synth_top_area_share_pct: 58.7
top_cells_by_count: "1574 x edfxtp_1, 1410 x nor2_1, 538 x mux4_2"
grt_pass1_vias: 56000
status: "complete, no violations"
r2r_end: "R[8][29]"
wl_met2_mm: 128
critPathKind: "reg2reg"
async_flop_share_pct: 0
warning_count: 107
hold_viol: 0
initCoreUtil_pct: 30.3
min_from: "instruction[5]"
cts_tree: "yes"
relSlewSlack_pct: 24.0
ios: 41
yosysSeqAreaShare_pct: 59.4
layout_min_cycle_time_ps: 8990
core_um2: 266000
[cell families (layout without fill, tap and decap cells)]
logic type                 Yosys count  after routing  synth area share (%)
DFF                               1605           1605                  59.4
adders and majority gates          157            157                  2.48
muxes                              644            644                  16.4
AOI/OAI and AO/OA                  785            785                  6.59
xor gates and xnor gates            50             50                 0.572
and+or+nand+nor                   2129           2129                  11.2
buffers and inverters              641            741                  3.28
other                                1              4               0.00466
[report_power, final]
part | switching [mW] | total [mW] | internal (mW)
sequential | 0.0521 | 4.56 | 4.51
combinational | 0.980 | 1.44 | 0.465
clock | 1.64 | 3.63 | 1.99
total | 2.67 | 9.64 | 6.97
[flip-flops by register name, summed over array words and instances (netlist names)]
name	cells
M	1024
R	512
OUTDATA	32
instruction	25
OUTADDR	5
PC	5
DONE	1
OUTVALID	1
[area by class of cell]
| type | instances | area (um2) |
|---|---|---|
| diodes | 3 | 7.51 |
| clock buffers | 211 | 4410 |
| clock inverters | 98 | 957 |
| fillers | 25000 | 175000 |
| inverters | 127 | 500 |
| multi-input cells | 3766 | 30500 |
| flip-flops and latches | 1605 | 47900 |
| well taps | 3533 | 4420 |
| repair buffers | 305 | 2400 |
[worst max-delay path, stage by stage, from the launching register on]
cell     delay, ps
dfxtp_4        850
buf_4          700
buf_4          680
mux4_2         590
mux4_2         590
ha_1           430
or3b_2         460
a211o_1        230
o311a_2        160
buf_4          270
inv_2          410
buf_4          630
nand2_1        500
o22ai_1        650
a21oi_1        240
buf_4          210
a32oi_2        770
a21oi_1        150
[cells in the final DEF, fill, tap and decap left out, types with 14 or more instances in the layout]
cell type / Yosys / layout
o31ai_1: 19 / 19
a211oi_1: 25 / 23
buf_4: 21 / 264
and3_1: 16 / 16
clkinv_1: 2 / 50
o21bai_1: 25 / 25
nor4_1: 19 / 18
xnor2_1: 37 / 37
o21ai_0: 108 / 107
ha_1: 153 / 153
clkinv_2: 0 / 21
mux4_2: 538 / 538
edfxtp_1: 1574 / 1574
a21oi_1: 242 / 242
o21a_1: 16 / 16
o21ai_4: 0 / 32
clkbuf_1: 360 / 41
mux2i_1: 66 / 66
or3_1: 17 / 17
nand2_1: 285 / 253
dfxtp_1: 31 / 23
nand3_1: 39 / 39
nor3_1: 62 / 61
inv_1: 122 / 120
nand2_2: 0 / 32
o211ai_1: 20 / 20
o22ai_1: 56 / 56
a31oi_1: 35 / 35
nor2_1: 1410 / 1407
mux2_2: 40 / 40
clkbuf_16: 0 / 170
o221ai_1: 17 / 17
clkdlybuf4s50_1: 0 / 40
nor2b_1: 191 / 190
a21o_1: 14 / 14
nand4_1: 20 / 20
nand2b_1: 14 / 14
[layer usage]
metal | global-route usage [%] | up-vias
li1 | - | 22500
met1 | 22.9 | 26000
met2 | 32.7 | 3575
met3 | 16.1 | 743
met4 | 11.2 | 22
met5 | 2.26 | -
[how the worst max path moves through the flow]
stage                           start  slack, ps   endpoint
after CTS             instruction[21]       7830    R[3][9]
after global routing  instruction[21]       7460  R[15][31]
final                 instruction[21]       7910   R[8][29]
[through the flow]
stage / setup WS (ps) / instances
2_1_floorplan: 9960 / 6012
3_3_place_gp: 7950 / 9336
3_5_place_dp: 7880 / 9336
4_1_cts: 7830 / 9645
5_1_grt: 7460 / 9645
6_report: 7910 / 9648
